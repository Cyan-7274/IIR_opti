## design/flow/design.v

```verilog
module opti_control (
    input  wire         clk,
    input  wire         rst_n,
    input  wire         start,
    input  wire         data_in_valid,
    input  wire         sos_out_valid,        
    input  wire signed [23:0] sos_out_data,   
    output reg          filter_done,
    output reg          pipeline_en,
    output reg  [10:0]  addr,
    output reg  signed [23:0] data_out,
    output reg          data_out_valid,
    output reg          stable_out
);
    localparam IDLE  = 2'd0;
    localparam RUN   = 2'd1;
    localparam DONE  = 2'd2;
    reg [1:0] state, state_nxt;
    localparam N = 2048;
    reg [10:0] in_cnt;     
    reg [10:0] out_cnt;    
    always @(posedge clk or negedge rst_n) begin
        if (!rst_n)
            state <= IDLE;
        else
            state <= state_nxt;
    end
    always @(*) begin
        case (state)
            IDLE:  state_nxt = start ? RUN : IDLE;
            RUN:   state_nxt = (out_cnt == N) ? DONE : RUN;
            DONE:  state_nxt = IDLE;
            default: state_nxt = IDLE;
        endcase
    end
    always @(posedge clk or negedge rst_n) begin
        if (!rst_n)
            pipeline_en <= 1'b0;
        else
            pipeline_en <= (state == RUN);
    end
    always @(posedge clk or negedge rst_n) begin
        if (!rst_n)
            in_cnt <= 11'd0;
        else if (state == IDLE)
            in_cnt <= 11'd0;
        else if ((state == RUN) && data_in_valid && (in_cnt < N))
            in_cnt <= in_cnt + 1'b1;
    end
    always @(posedge clk or negedge rst_n) begin
        if (!rst_n)
            out_cnt <= 11'd0;
        else if (state == IDLE)
            out_cnt <= 11'd0;
        else if ((state == RUN) && sos_out_valid && (out_cnt < N))
            out_cnt <= out_cnt + 1'b1;
    end
    always @(posedge clk or negedge rst_n) begin
        if (!rst_n)
            addr <= 11'd0;
        else if (state == IDLE)
            addr <= 11'd0;
        else if ((state == RUN) && sos_out_valid && (addr < N))
            addr <= addr + 1'b1;
    end
    always @(posedge clk or negedge rst_n) begin
        if (!rst_n) begin
            data_out       <= 24'sd0;
            data_out_valid <= 1'b0;
        end else if ((state == RUN) && sos_out_valid && (out_cnt < N)) begin
            data_out       <= sos_out_data;
            data_out_valid <= 1'b1;
        end else begin
            data_out_valid <= 1'b0;
        end
    end
    always @(posedge clk or negedge rst_n) begin
        if (!rst_n)
            filter_done <= 1'b0;
        else if ((state == RUN) && (out_cnt == N))
            filter_done <= 1'b1;
        else if (state == IDLE)
            filter_done <= 1'b0;
    end
    always @(posedge clk or negedge rst_n) begin
        if (!rst_n)
            stable_out <= 1'b0;
        else if ((state == RUN) && (out_cnt == 0) && sos_out_valid)
            stable_out <= 1'b1;
        else if (state == IDLE)
            stable_out <= 1'b0;
    end
    // synthesis translate_off
    always @(posedge clk) begin
        if (state == RUN && in_cnt < N && data_in_valid)
            $display("INJECT: in_cnt=%0d", in_cnt);
        if (state == RUN && sos_out_valid && out_cnt < N)
            $display("OUTPUT: out_cnt=%0d data_out=%h valid=%b", out_cnt, sos_out_data, data_out_valid);
        if (filter_done)
            $display("FILTER DONE at time %0t", $time);
    end
    // synthesis translate_on
endmodule
```

## design/flow/config.mk

```make
export PLATFORM = sky130hd
export DESIGN_NAME = opti_control
export DESIGN_NICKNAME = opti_control
export VERILOG_FILES = /design/flow/design.v
export SDC_FILE = /design/flow/constraint.sdc
export NUM_CORES = 4
export LEC_CHECK = 1
export CORE_UTILIZATION = 40
```

## design/flow/constraint.sdc

```tcl
current_design opti_control

set clk_period 2.9
set clk_io_pct 0.2

create_clock -name clk0 -period $clk_period [get_ports {clk}]

set non_clock_inputs [all_inputs -no_clocks]
set_input_delay [expr $clk_period * $clk_io_pct] -clock clk0 $non_clock_inputs
set_output_delay [expr $clk_period * $clk_io_pct] -clock clk0 [all_outputs]
```

## design/flow/run.sh

```bash
#!/bin/bash
# OpenROAD 26Q1-2900-gdf79404cd8, Yosys 0.63+post, stock flow scripts
make -C /OpenROAD-flow-scripts/flow DESIGN_CONFIG=/design/flow/config.mk WORK_HOME=/design/flow/orfs finish
```

==> results.txt <==
Here are the numbers from the latest Yosys + OpenROAD run.

The number of clock sinks came out at 51. The minimum period implied by the final worst setup slack is 2.02 ns. The number of search-and-repair iterations in the first detailed-routing pass came out at 4. The number of buffers created by CTS came out at 5.

The synthesis report lists the Yosys warning total as 2. Counting along the longest clock path gives a buffer depth of 2. The post-CTS resize count came out at 0.

The count of nets left with antenna violations once routing finished came out at 0. The I/O pin count came out at 68. The overall routing resource usage is 0.164.

In the post-route report, total wirelength is listed as 4260 µm. The chip area line of the yosys report is 2190 µm². The part of the total power dissipated in sequential elements came out at 0.482. Of all cell types, the one taking the most synthesized area is dfrtp_1. The largest net degree at the start of global routing came out at 39. Of the cells placed in the final design, the portion with a size suffix greater than 1 is 0.167. The relative slew slack is 0.445. The internal power is 1.44 mW. The flop-to-flop setup slack came out at 1.23 ns. The maximum net fanout on the critical path is 30. The worst-margin pin slew came out at 0.832 ns. For reference, the top cells by area after synthesis are dfrtp_1 (57%), mux2_2 (14%), a21oi_1 (3.2%). The number of antenna violations at the first check in global routing was 0. The total power came out at 1.93 mW.

For the worst reg-to-reg path, the startpoint reported by OpenROAD is state[1]. The peak supply drop is 0.415 mV. The sequential share of the synthesized area is 0.584. The proportion of synthesized flip-flops having asynchronous set or reset came out at 1.00.

The violation tally recorded at the end of detailed-routing iteration 0 is 75. The class of the tightest hold or removal check is input pin to asynchronous set/reset pin. The number of warnings in the stage logs came out at 27. The floorplan has 26 rows. Summed over all cells, the static leakage comes to 1.24 nW. The congestion estimate from routability-driven global placement came to 0.770.

The tree is rooted in a clkbuf_8. From bottom edge to top edge, the die measures 76.0 µm. The switching power total came out at 0.490 mW.

The total count of hold-check failures in the final report is 0. The clock tree from TritonCTS is built. The clock transition at the register clock pins on the worst setup and hold paths after CTS is 0.08 ns. The pre-placement core utilization is 0.423. The flow ran to the end, and the final reports show no timing, DRC or antenna violations.

Setup repair after global routing left no endpoint under its margin. The average size of a mapped cell came out at 11.8 µm². After detailed routing, the number of vias per cell comes to 5.02.

The area overhead of the layout relative to synthesis came out at 38.5%. Per the OpenROAD floorplan log, the area of the die is 5770 µm². The final timing report lists clock skew as 0.00650 ns. The worst slack on hold paths came out at 0.382 ns.

The script parses the final routing iteration and logs DRC violations as 0. The switching fraction of total power is 0.254. The overflow left after global routing is 0. The gate count of the mapped netlist came out at 185. The count of inserted antenna diode cells is 0. The number of levels the H-tree was split into is 2. The max-cap check violation count is 0. The skew report gives the latency at the later pin of the worst-skew pair as 0.29 ns. In the final routed layout, each cell accounts on average for 13.2 µm. The combinational cell fraction of total power came out at 0.228. Setup slack closes at 0.879 ns. The number of port buffers is 65. The classification of the worst setup path is input pin to flop. The worst-case setup slack after placement came out at 0.547 ns. The number of vias in the routed layout is 1617.

By count the netlist is led by dfrtp_1 (50), mux2_2 (28), a21oi_1 (14). The detailed placement HPWL came out at 2950 µm. The endpoint type of the worst setup path is a flop.

The capture point of the worst register-to-register path is recorded as data_out[13]. The sum of negative setup slack came out at 0 ns. The ratio of final minimum period to clock period came out at 0.697.

The data arrival time at the worst-slack endpoint came out at 2.20 ns. STA classifies the critical path startpoint as an input pin. Yosys stat counts 185 cells in the synthesized netlist. The final timing report counts setup violations totalling 0. The share of synthesized area in the top cell type comes to 0.572. The most frequently used library cell after synthesis is dfrtp_1. The share of power burned in the clock network is 0.290.

The report lists the power per cell area as 637 nW/µm². The netlist area before placement came out at 2190 µm². The floorplan step defined a core boundary enclosing 5170 µm². The instance area at placement came out at 2900 µm².

The first global-routing pass estimated 7490 µm of wire. The via count of the first global-routing pass is 1636. The number of buffers inserted by hold repair at cts is 0.

The floorplan die width came out at 76.0 µm. The number of slew-limit violations in the final report came out at 0. The number of enable-type register cells in the synthesized netlist came out at 0. In the synthesized netlist the dominant register cell turns out to be dfrtp_1. The number of synthesized register bits is 51. The achievable clock frequency came out at 495 MHz. The number of distinct library cells after synthesis is 26. The post-layout instance area came out at 3030 µm². STA puts the critical path data required time at 3.08 ns.

In this run the post-CTS setup repair buffer count came out at 0. The path depth of the worst reg2reg path is 4.
## flip-flops by register name, indices dropped and copies added (netlist names)
signal / cells
addr: 11
data_out: 24
data_out_valid: 1
out_cnt: 11
pipeline_en: 1
stable_out: 1
state: 2
## layer usage
layer,global-route usage,vias up,wire [µm]
li1,-,792,-
met1,0.240,760,1890
met2,0.257,58,1970
met3,0.0502,7,336
met4,0.0250,0,63
met5,0,-,0
## area by class of cell
| class | count | area, µm² |
|---|---|---|
| Fill cell | 402 | 2140 |
| Sequential cell | 51 | 1280 |
| Multi-Input combinational cell | 116 | 835 |
| Timing Repair Buffer | 67 | 661 |
| Tap cell | 70 | 87.6 |
| Clock buffer | 6 | 72.6 |
| Clock inverter | 2 | 60.1 |
| Inverter | 10 | 37.5 |
## how the worst max path moves through the flow
stage | start | endpoint | slack (ns) | cells after the start
after CTS | sos_out_valid | data_out[13] | 0.88 | 5
after global routing | sos_out_valid | data_out[10] | 0.77 | 5
final | sos_out_valid | data_out[13] | 0.88 | 5
## cells in the final DEF (no fill, tap or decap), drive strengths merged, types with 6 or more instances in the layout
cell           netlist  routed
clkdlybuf4s50        0      64
dfrtp               50      50
mux2                28      28
a21oi               14      14
inv                 10      10
nor2                10      10
nand2                9       9
o31ai                7       7
or4                  7       7
nand3                6       6
o21ai                6       6
clkbuf               2       6
## logic make-up after synthesis
logic type / count (synthesis) / synth area share
AND/OR/NAND/NOR: 53 / 0.133
flip-flops: 51 / 0.584
multiplexers: 28 / 0.144
AND-OR/OR-AND: 27 / 0.0698
buffers and inverters: 18 / 0.0349
XOR/XNOR: 4 / 0.0160
adder cells (fa/ha/maj): 3 / 0.0172
other: 1 / 0.00171
## worst max-delay path, stage by stage
cell             delay [ns]
clkdlybuf4s50_1        0.57
nand2_1                0.21
inv_1                  0.09
buf_4                  0.35
mux2_2                 0.38
## stage by stage
stage / instances / utilization
after CTS: 322 / 0.586
after floorplan: 185 / -
final: 322 / 0.586
after global placement: 314 / 0.560
after detailed placement: 314 / 0.560
after global routing: 322 / 0.586
## power groups by stage
stage,combinational [mW],clock (mW),sequential (mW)
4_1_cts,0.447,0.575,0.932
5_1_grt,0.501,0.608,0.952
6_report,0.440,0.559,0.930
Power and IR drop assume default switching activity.
