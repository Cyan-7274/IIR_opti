<file path="run.sh">
#!/bin/bash
# OpenROAD 26Q1-2900-gdf79404cd8, Yosys 0.63+post, stock flow scripts
make -C /OpenROAD-flow-scripts/flow DESIGN_CONFIG=/design/flow/config.mk WORK_HOME=/design/flow/orfs finish
</file>
<file path="config.mk">
export PLATFORM = sky130hd
export DESIGN_NAME = opti_top
export DESIGN_NICKNAME = opti_top
export VERILOG_FILES = /design/flow/design.v
export SDC_FILE = /design/flow/constraint.sdc
export NUM_CORES = 4
export LEC_CHECK = 1
export CORE_UTILIZATION = 50
export SYNTH_MEMORY_MAX_BITS = 65536
</file>
<file path="constraint.sdc">
current_design opti_top

set clk_period 16.7
set clk_io_pct 0.2

create_clock -name clk0 -period $clk_period [get_ports {clk}]

set non_clock_inputs [all_inputs -no_clocks]
set_input_delay [expr $clk_period * $clk_io_pct] -clock clk0 $non_clock_inputs
set_output_delay [expr $clk_period * $clk_io_pct] -clock clk0 [all_outputs]
</file>
<file path="design.v">
module opti_coeffs (
    input  wire [4:0] addr,            
    output reg signed [15:0] coeff
);
    always @(*) begin
        case (addr)
            5'd0  : coeff = 16'sh10E1;  
            5'd1  : coeff = 16'sh1177;  
            5'd2  : coeff = 16'sh0000;  
            5'd3  : coeff = 16'shDCD0;  
            5'd4  : coeff = 16'sh0000;  
            5'd5  : coeff = 16'sh10E1;  
            5'd6  : coeff = 16'sh22A5;  
            5'd7  : coeff = 16'sh11C9;  
            5'd8  : coeff = 16'shC57E;  
            5'd9  : coeff = 16'sh1802;  
            5'd10 : coeff = 16'sh10E1;  
            5'd11 : coeff = 16'sh21F1;  
            5'd12 : coeff = 16'sh1115;  
            5'd13 : coeff = 16'shDEE4;  
            5'd14 : coeff = 16'sh22AD;  
            5'd15 : coeff = 16'sh10E1;  
            5'd16 : coeff = 16'sh20B0;  
            5'd17 : coeff = 16'sh0FD4;  
            5'd18 : coeff = 16'shF606;  
            5'd19 : coeff = 16'sh2E81;  
            5'd20 : coeff = 16'sh10E1;  
            5'd21 : coeff = 16'sh212D;  
            5'd22 : coeff = 16'sh1050;  
            5'd23 : coeff = 16'sh0338;  
            5'd24 : coeff = 16'sh3A02;  
            default: coeff = 16'sd0;
        endcase
    end
endmodule
module opti_multiplier(
    input  wire         clk,
    input  wire         rst_n,
    input  wire signed [15:0] a,  
    input  wire signed [15:0] b,  
    input  wire         valid_in,
    output reg  signed [15:0] p,  
    output reg          valid_out
);
    reg signed [33:0] fa1_s0_r, fa1_c0_r, fa1_s1_r, fa1_c1_r, fa1_s2_r, fa1_c2_r;
    reg               valid_r;
    wire signed [18:0] a_ext;
    wire signed [33:0] pp [0:8];
    wire signed [33:0] fa1_s0, fa1_c0, fa1_s1, fa1_c1, fa1_s2, fa1_c2;
    wire signed [33:0] fa2_s, fa2_c, fa3_s, fa3_c, fa4_s, fa4_c, fa5_s, fa5_c;
    wire signed [33:0] sum_final;
    wire [4:0] sat_hi;
    wire signed [15:0] result_sat;
    assign a_ext = {a[15], a[15], a, 1'b0};
    genvar j;
    generate
        for (j = 0; j < 9; j = j + 1) begin : gen_pp
            wire [2:0] booth_code = {a_ext[2*j+2], a_ext[2*j+1], a_ext[2*j]};
            assign pp[j] = (booth_code == 3'b000 || booth_code == 3'b111) ? 34'sd0 :
                           (booth_code == 3'b001 || booth_code == 3'b010) ? ($signed(b) <<< (2*j)) :
                           (booth_code == 3'b011) ? ($signed(b) <<< (2*j+1)) :
                           (booth_code == 3'b100) ? -($signed(b) <<< (2*j+1)) :
                           (booth_code == 3'b101 || booth_code == 3'b110) ? -($signed(b) <<< (2*j)) :
                           34'sd0;
        end
    endgenerate
    fa34 fa1_0 (.a(pp[0]), .b(pp[1]), .cin(pp[2]), .sum(fa1_s0), .cout(fa1_c0));
    fa34 fa1_1 (.a(pp[3]), .b(pp[4]), .cin(pp[5]), .sum(fa1_s1), .cout(fa1_c1));
    fa34 fa1_2 (.a(pp[6]), .b(pp[7]), .cin(pp[8]), .sum(fa1_s2), .cout(fa1_c2));
    always @(posedge clk or negedge rst_n) begin
        if (!rst_n) begin
            fa1_s0_r <= 34'd0; fa1_c0_r <= 34'd0;
            fa1_s1_r <= 34'd0; fa1_c1_r <= 34'd0;
            fa1_s2_r <= 34'd0; fa1_c2_r <= 34'd0;
            valid_r  <= 1'b0;
        end else begin
            fa1_s0_r <= fa1_s0; fa1_c0_r <= fa1_c0;
            fa1_s1_r <= fa1_s1; fa1_c1_r <= fa1_c1;
            fa1_s2_r <= fa1_s2; fa1_c2_r <= fa1_c2;
            valid_r  <= valid_in;
        end
    end
    fa34 fa2_0 (.a(fa1_s0_r), .b(fa1_c0_r <<< 1), .cin(fa1_s1_r), .sum(fa2_s), .cout(fa2_c));
    fa34 fa3_0 (.a(fa1_c1_r <<< 1), .b(fa1_s2_r), .cin(fa1_c2_r <<< 1), .sum(fa3_s), .cout(fa3_c));
    fa34 fa4_0 (.a(fa2_s), .b(fa2_c <<< 1), .cin(fa3_s), .sum(fa4_s), .cout(fa4_c));
    fa34 fa5_0 (.a(fa3_c <<< 1), .b(fa4_c <<< 1), .cin(fa4_s), .sum(fa5_s), .cout(fa5_c));
    assign sum_final = fa5_s + (fa5_c <<< 1);
    assign sat_hi = sum_final[33:29];
    assign result_sat = (sat_hi == 5'b00000 || sat_hi == 5'b11111) ? sum_final[29:14] :
                        (sum_final[33] ? 16'h8000 : 16'h7FFF);
    always @(posedge clk or negedge rst_n) begin
        if (!rst_n) begin
            p <= 16'd0;
            valid_out <= 1'b0;
        end else begin
            p <= result_sat;
            valid_out <= valid_r;
        end
    end
endmodule
module fa34(
    input  wire signed [33:0] a,
    input  wire signed [33:0] b,
    input  wire signed [33:0] cin,
    output wire signed [33:0] sum,
    output wire signed [33:0] cout
);
    assign sum  = a ^ b ^ cin;
    assign cout = (a & b) | (a & cin) | (b & cin);
endmodule
module opti_sos(
    input  wire         clk,
    input  wire         rst_n,
    input  wire signed [15:0] data_in,   
    input  wire         valid_in,
    input  wire signed [15:0] b0, b1, b2,
    input  wire signed [15:0] a1, a2,
    output reg  signed [15:0] data_out,  
    output reg          valid_out
);
    reg signed [15:0] x_z1, x_z2;
    reg signed [15:0] y_z1, y_z2;
    reg signed [15:0] x_new, x_reg1, x_reg2;
    reg valid_T1, valid_T2, valid_T3;
    wire signed [15:0] p_b0, p_b1, p_b2, p_a1, p_a2;
    wire signed [18:0] acc_sum_wire;
    wire overflow_pos, overflow_neg;
    wire signed [15:0] acc_sum_clip;
    always @(posedge clk or negedge rst_n) begin
        if (!rst_n) begin
            x_z1 <= 16'd0; x_z2 <= 16'd0;
            y_z1 <= 16'd0; y_z2 <= 16'd0;
            x_new <= 16'd0; x_reg1 <= 16'd0; x_reg2 <= 16'd0;
            valid_T1 <= 1'b0;
        end else begin
            if (valid_in) begin
                x_new <= data_in;
                x_reg1 <= x_z1;
                x_reg2 <= x_z2;
                x_z2 <= x_z1;
                x_z1 <= data_in;
                y_z2 <= y_z1;
                y_z1 <= data_out;
            end
            valid_T1 <= valid_in;
        end
    end
    always @(posedge clk or negedge rst_n) begin
        if (!rst_n) begin
            valid_T2 <= 1'b0;
            valid_T3 <= 1'b0;
        end else begin
            valid_T2 <= valid_T1;
            valid_T3 <= valid_T2;
        end
    end
    opti_multiplier mul_b0(.clk(clk), .rst_n(rst_n), .a(b0), .b(x_new),   .valid_in(valid_T1), .p(p_b0), .valid_out());
    opti_multiplier mul_b1(.clk(clk), .rst_n(rst_n), .a(b1), .b(x_reg1),  .valid_in(valid_T1), .p(p_b1), .valid_out());
    opti_multiplier mul_b2(.clk(clk), .rst_n(rst_n), .a(b2), .b(x_reg2),  .valid_in(valid_T1), .p(p_b2), .valid_out());
    opti_multiplier mul_a1(.clk(clk), .rst_n(rst_n), .a(a1), .b(y_z1),    .valid_in(valid_T1), .p(p_a1), .valid_out());
    opti_multiplier mul_a2(.clk(clk), .rst_n(rst_n), .a(a2), .b(y_z2),    .valid_in(valid_T1), .p(p_a2), .valid_out());
    assign acc_sum_wire = $signed(p_b0) + $signed(p_b1) + $signed(p_b2)
                        - $signed(p_a1) - $signed(p_a2);
    assign overflow_pos = (acc_sum_wire > 19'sd32767);
    assign overflow_neg = (acc_sum_wire < -19'sd32768);
    assign acc_sum_clip = overflow_pos ? 16'sh7FFF :
                          overflow_neg ? 16'sh8000 :
                          acc_sum_wire[15:0];  
    always @(posedge clk or negedge rst_n) begin
        if (!rst_n) begin
            data_out <= 16'd0;
            valid_out <= 1'b0;
        end else begin
            if (valid_T3) begin
                data_out <= acc_sum_clip;
                valid_out <= 1'b1;
            end else begin
                valid_out <= 1'b0;
            end
        end
    end
endmodule
`timescale 1ns/1ps
module opti_top (
    input  wire         clk,
    input  wire         rst_n,
    input  wire signed [15:0] data_in,      
    input  wire         valid_in,
    output wire signed [15:0] data_out,     
    output wire         valid_out
);
    localparam NUM_SECTIONS = 5;
    localparam COEFFS_PER_SECTION = 5;
    localparam TOTAL_COEFFS = NUM_SECTIONS * COEFFS_PER_SECTION;
    wire signed [15:0] coeff_rom [0:TOTAL_COEFFS-1];
    genvar ci;
    generate
        for (ci = 0; ci < TOTAL_COEFFS; ci = ci + 1) begin: COEFF_ROM_GEN
            opti_coeffs coeff_inst (
                .addr (ci[4:0]),
                .coeff(coeff_rom[ci])
            );
        end
    endgenerate
    wire signed [15:0] sos_data   [0:NUM_SECTIONS];
    wire               sos_valid  [0:NUM_SECTIONS];
    assign sos_data[0]  = data_in;
    assign sos_valid[0] = valid_in;
    genvar s;
    generate
        for (s = 0; s < NUM_SECTIONS; s = s + 1) begin: SOS_CHAIN
            opti_sos u_sos (
                .clk      (clk),
                .rst_n    (rst_n),
                .data_in  (sos_data[s]),
                .valid_in (sos_valid[s]),
                .b0       (coeff_rom[s*COEFFS_PER_SECTION+0]),
                .b1       (coeff_rom[s*COEFFS_PER_SECTION+1]),
                .b2       (coeff_rom[s*COEFFS_PER_SECTION+2]),
                .a1       (coeff_rom[s*COEFFS_PER_SECTION+3]),
                .a2       (coeff_rom[s*COEFFS_PER_SECTION+4]),
                .data_out (sos_data[s+1]),
                .valid_out(sos_valid[s+1])
            );
        end
    endgenerate
    assign data_out  = sos_data[NUM_SECTIONS];
    assign valid_out = sos_valid[NUM_SECTIONS];
endmodule
</file>
==> impl_metrics.csv <==
group,metric,value,unit
run_status,status,"finished, final reports clean",
job,cap_viol_max_count,0,
final_layout,drive_above_1_share,7.419,%
yosys,ys_ff,2976,
floorplan,core_region_area,0.3557,sq mm
yosys,top_cell_area_share,41.69,%
worst_hold_path,holdPathEnd,"SOS_CHAIN[4].u_sos.valid_T2",
critical_path,worst_r2r_startpoint,"SOS_CHAIN[3].u_sos.mul_b2.p[1]",
timing,holdWs,0.3423,ns
route,drt_first_pass_iters,26,
critical_path,critPathMaxStageDelay,0.69,ns
global_route,grt_remaining_overflow,0,
placement,place.port_buffers,35,
timing,post_layout_min_period,6.523,ns
yosys,synthDistinctLibCells,113,
cts,cts_root_buffer,"sky130_fd_sc_hd__clkbuf_16",
global_route,grt_start_max_net_pins,124,
global_route,first_global_vias,107514,
yosys,synth_dominant_cell_count,"sky130_fd_sc_hd__dfrtp_1",
floorplan,num_io_pins,36,
critical_path,worstReg2RegEnd,"SOS_CHAIN[3].u_sos.data_out[3]",
cts,tritoncts,"built",
worst_hold_path,worst_hold_path_type,"reg2reg",
yosys,ys_top_cells_by_count,"2976 x sky130_fd_sc_hd__dfrtp_1, 2749 x sky130_fd_sc_hd__inv_1, 2180 x sky130_fd_sc_hd__ha_1",
timing,totalNegativeSetupSlack,0,ns
route,postRouteAntennaNets,0,
cts,numCtsBuffers,333,
yosys,yosys.stat.chipArea,0.1786,sq mm
yosys,synthesis.yosys.warnings,4,
cts,cts-htree-levels,5,
timing,final-hold-violation-count,0,
floorplan,area_enclosed_by_the_die_boundary,0.3596,sq mm
timing,finClkSkew,0.05888,ns
route,detailedRoute.firstIterationViolations,4145,
critical_path,timing.critical_path.mode_cell,"sky130_fd_sc_hd__a21oi_1",
critical_path,critical_path.startpoint_type,"flip-flop",
yosys,netlist_top_cells_area,"sky130_fd_sc_hd__dfrtp_1 42%, sky130_fd_sc_hd__fa_1 16%, sky130_fd_sc_hd__ha_1 15%",
route,routed-via-count,100464,
timing,slew_viol_final,0,
timing,unrepaired_setup_endpoints_after_global_routing,"no",
yosys,syn_area,0.1786,sq mm
route,routed_wl,352200,um
yosys,synth-edff-count,0,
cts,tritoncts_num_sinks,2976,
worst_hold_path,timing.hold.worst_path_depth,0,
critical_path,timing.critical_path.max_delay_family,"AND-OR/OR-AND gates",
cts,cts_post_setup_buffers_inserted,0,
placement,gp_congestion,0.8824,
placement,postPlaceCellArea,0.1851,sq mm
timing,finalSetupViolations,0,
floorplan,floorplan.die.width,599.7,um
job,tool_warnings,124,
yosys,post-synth-top-area-cell,"sky130_fd_sc_hd__dfrtp_1",
critical_path,crit_buf_inv,2,
route,wl_per_cell,17.38,um
critical_path,setup.worst_path.end_class,"flip-flop",
global_route,total_track_usage,22.00,%
timing,slew_of_the_pin_with_the_lowest_slew_margin,0.9593,ns
cts,cts_resized,0,
final_layout,post-route-cell-area,0.1965,sq mm
timing,layout_worst_path_cycle_share,39.06,%
cts,cts-hold-fix-buffers,0,
cts,ctsLongestPathBuffers,4,
cts,reg_clk_slew_reported_paths,0.06,ns
critical_path,worst-endpoint-required,17.54,ns
critical_path,crit_type,"reg2reg",
route,detail_route.vias_per_cell,4.957,
timing,timing.slew.headroom,35.59,%
critical_path,r2r_slack,10.18,ns
global_route,wire_length_of_the_first_global_routing_pass,583700,um
floorplan,initCoreUtil,50.22,%
final_layout,area_growth_syn_to_layout,10.01,%
timing,maxClockFrequency,0.1533,GHz
yosys,yosys_cells,15001,
route,drc_errors,0,
yosys,synth_seq_share,41.69,%
critical_path,crit_path_max_fanout,13,
critical_path,rr_worst_depth,24,
critical_path,worst-endpoint-arrival,7.37,ns
critical_path,crit_chain,"inv_1 > fa_1 > inv_1 > ha_1 > fa_1 > a21o_1 > a21oi_1 > o21bai_1 > a21oi_1 > o21bai_1 > a21oi_1 > nor2b_1 > o221ai_1 > a21boi_0 > fa_1 > ha_1 > and3_1 > a2111oi_2 > o31ai_1 > a21oi_1 > xnor2_1 > o31ai_2 > nor2_1 > a221o_1",
floorplan,rows,219,
yosys,synthFlopType,"sky130_fd_sc_hd__dfrtp_1",
floorplan,die_h,599.7,um
cts,clock_insertion_delay_worst_skew,0.93,ns
yosys,synth_area_per_cell,11.91,sq um
worst_hold_path,holdCritStartpoint,"SOS_CHAIN[4].u_sos.valid_T1",
yosys,syn-instance-count,15001,
global_route,number_of_antenna_violations_at_the_first_check_in_global_routing,7,
placement,hpwlAfterDp,272500,um
critical_path,cpMaxStageDelayCell,"sky130_fd_sc_hd__nor2_1",
yosys,async_reset_ff_share,100.0,%
## worst max path at each step
stage                               from  depth (start not counted)                               to  slack [ns]
6_report  SOS_CHAIN[3].u_sos.mul_b2.p[1]                         24   SOS_CHAIN[3].u_sos.data_out[3]       10.18
5_1_grt   SOS_CHAIN[2].u_sos.mul_b2.p[1]                         28   SOS_CHAIN[2].u_sos.data_out[3]        9.66
4_1_cts   SOS_CHAIN[3].u_sos.mul_b2.p[1]                         24  SOS_CHAIN[3].u_sos.data_out[13]       10.19
## worst register-to-register path, cell delays in order, from the launching register on
cell and delay [ns]:
sky130_fd_sc_hd__dfrtp_1 0.32, sky130_fd_sc_hd__inv_1 0.05, sky130_fd_sc_hd__fa_1 0.53, sky130_fd_sc_hd__inv_1 0.04
sky130_fd_sc_hd__ha_1 0.21, sky130_fd_sc_hd__fa_1 0.41, sky130_fd_sc_hd__a21o_1 0.20, sky130_fd_sc_hd__a21oi_1 0.21
sky130_fd_sc_hd__o21bai_1 0.09, sky130_fd_sc_hd__a21oi_1 0.22, sky130_fd_sc_hd__o21bai_1 0.09, sky130_fd_sc_hd__a21oi_1 0.22
sky130_fd_sc_hd__nor2b_1 0.10, sky130_fd_sc_hd__o221ai_1 0.24, sky130_fd_sc_hd__a21boi_0 0.35, sky130_fd_sc_hd__fa_1 0.48
sky130_fd_sc_hd__ha_1 0.38, sky130_fd_sc_hd__and3_1 0.22, sky130_fd_sc_hd__a2111oi_2 0.48, sky130_fd_sc_hd__o31ai_1 0.16
sky130_fd_sc_hd__a21oi_1 0.19, sky130_fd_sc_hd__xnor2_1 0.20, sky130_fd_sc_hd__o31ai_2 0.17, sky130_fd_sc_hd__nor2_1 0.69
sky130_fd_sc_hd__a221o_1 0.22
## logic make-up after synthesis
| kind of cell | Yosys count | synth area share, % |
|---|---|---|
| multiplexers | 272 | 1.701 |
| flip-flops | 2976 | 41.69 |
| adder cells (fa/ha/maj) | 3646 | 31.70 |
| AND/OR/NAND/NOR | 2053 | 5.695 |
| XOR/XNOR | 1262 | 6.192 |
| buffers and inverters | 3043 | 6.432 |
| AND-OR/OR-AND | 1749 | 6.589 |
## per-layer routing
| metal | vias up | part of all wire (%) | global-route usage [%] |
|---|---|---|---|
| li1 | 48853 | - | - |
| met1 | 49530 | 43 | 32.68 |
| met2 | 1573 | 49 | 35.04 |
| met3 | 508 | 5.5 | 5.103 |
| met4 | 0 | 2.9 | 4.969 |
| met5 | - | 0 | 0 |
## cell type report
| cell class | count | area (sq um) |
|---|---|---|
| Fill cell | 29612 | 159200 |
| Multi-Input combinational cell | 8982 | 92680 |
| Sequential cell | 2976 | 74500 |
| Inverter | 2752 | 10330 |
| Clock buffer | 460 | 9560 |
| Tap cell | 4751 | 5944 |
| Clock inverter | 141 | 1829 |
| Timing Repair Buffer | 203 | 1662 |
| Antenna cell | 2 | 5.005 |
## placed cells by master (no fill, tap or decap), drive strengths merged, types with 33 or more instances in the layout
master	netlist	layout
xnor2	959	959
inv	2749	2763
nand4	69	69
or3	40	40
o22ai	34	34
bufinv	0	35
buf	58	170
ha	2180	2180
dfrtp	2976	2976
nand2b	74	74
nor2b	136	136
clkdlybuf4s50	0	33
nand3	102	102
nor3	237	237
or2	69	69
a21oi	398	398
mux2	253	253
and3	67	67
clkbuf	233	460
clkinv	3	79
o21ai	415	415
o21bai	55	55
nand2	412	412
nor4	111	111
a21o	398	398
o21a	87	87
nor2	567	567
xor2	303	303
fa	1466	1466
a31oi	46	46
and2	76	76
## sequential cells by signal, indices dropped and copies added, names as in the netlist, 79 cells and up
signal	flops
SOS_CHAIN.u_sos.mul_a2.fa1_s0_r	105
SOS_CHAIN.u_sos.mul_b1.fa1_s2_r	96
SOS_CHAIN.u_sos.y_z1	80
SOS_CHAIN.u_sos.mul_b1.fa1_c1_r	79
SOS_CHAIN.u_sos.mul_b1.fa1_c0_r	121
SOS_CHAIN.u_sos.mul_a1.p	80
SOS_CHAIN.u_sos.mul_a2.fa1_c0_r	91
SOS_CHAIN.u_sos.mul_a1.fa1_s2_r	81
SOS_CHAIN.u_sos.mul_a1.fa1_s0_r	111
SOS_CHAIN.u_sos.mul_b2.fa1_s0_r	83
SOS_CHAIN.u_sos.mul_a2.fa1_s1_r	98
SOS_CHAIN.u_sos.mul_b0.fa1_c0_r	140
SOS_CHAIN.u_sos.mul_a1.fa1_s1_r	86
SOS_CHAIN.u_sos.mul_b0.p	80
SOS_CHAIN.u_sos.mul_b1.p	80
SOS_CHAIN.u_sos.mul_b1.fa1_s0_r	152
SOS_CHAIN.u_sos.mul_b0.fa1_s0_r	165
SOS_CHAIN.u_sos.mul_b1.fa1_s1_r	91
SOS_CHAIN.u_sos.data_out	80
## through the flow
step / util (%) / instances / worst slack, ns
6_report: 55.25 / 20267 / 10.18
4_1_cts: 55.25 / 20265 / 10.19
2_1_floorplan: - / 15001 / 10.94
3_3_place_gp: 52.05 / 19664 / 9.325
5_1_grt: 55.25 / 20266 / 9.655
3_5_place_dp: 52.05 / 19664 / 9.313
